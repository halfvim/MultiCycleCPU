`flow/design.v`:
```
`timescale 1ns / 1ps
module clock_ctrl(
   input wire clk,
	input wire rst,
	input wire [5:0] op,
	output wire [18:0] ctrl
   );
	wire [3:0] now,nxt;
	wire ma,lw,sw,r ,bq,j,ai,bn;
	wire [19:0] mw;
	wire [20:0] temp;
	statereg sr0(clk,rst,1'b1,nxt,now);
	and(ma, op[5],~op[4],       ~op[2], op[1], op[0]); 
	and(lw, op[5],~op[4],~op[3],~op[2], op[1], op[0]); 
	and(sw, op[5],~op[4], op[3],~op[2], op[1], op[0]); 
	and(r ,~op[5],~op[4],~op[3],~op[2],~op[1],~op[0]); 
	and(bq,~op[5],~op[4],~op[3], op[2],~op[1],~op[0]); 
	and(bn,~op[5],~op[4],~op[3], op[2],~op[1], op[0]); 
	and(j ,~op[5],~op[4],~op[3],~op[2], op[1],~op[0]); 
	and(ai,~op[5],~op[4], op[3],~op[2],~op[1],~op[0]); 
	and(mw[0],~now[3],~now[2],~now[1],~now[0]);
	and(mw[1],~now[3],~now[2],~now[1],now[0]); 
	and(mw[2],~now[3],~now[2],~now[1],now[0],ma); 
	and(mw[3],~now[3],~now[2],~now[1],now[0],r ); 
	and(mw[4],~now[3],~now[2],~now[1],now[0],bq); 
	and(temp[0],~now[3],~now[2],~now[1],now[0],bn); 
	and(mw[5],~now[3],~now[2],~now[1],now[0],j ); 
	and(mw[6],~now[3],~now[2],~now[1],now[0],ai); 
	and(mw[7],~now[3],~now[2], now[1],~now[0]); 
	and(mw[8],~now[3],~now[2], now[1],~now[0],lw); 
	and(mw[9],~now[3],~now[2], now[1],~now[0],sw); 
	and(mw[10],~now[3],~now[2],now[1],~now[0],ai); 
	and(mw[11],~now[3],~now[2],now[1], now[0]); 
	and(mw[12],~now[3],now[2],~now[1],~now[0]); 
	and(mw[13],~now[3],now[2],~now[1], now[0]); 
	and(mw[14],~now[3],now[2], now[1],~now[0]); 
	and(mw[15],~now[3],now[2], now[1], now[0]); 
	and(mw[16],now[3],~now[2],~now[1],~now[0]); 
	and(mw[17], now[3],~now[2],~now[1],now[0]); 
	and(mw[18],now[3],~now[2], now[1],~now[0]); 
	and(temp[1],now[3],~now[2],now[1], now[0]); 
	or(nxt[3],mw[4],mw[5],mw[10],temp[0]);
	or(nxt[2],mw[3],mw[9],mw[11],mw[14]);
	or(nxt[1],mw[2],mw[3],mw[6],mw[8],mw[10],mw[14],temp[0]);
	or(nxt[0],mw[0],mw[5],mw[8],mw[9],mw[14],temp[0]);
	assign ctrl[18]=temp[1];              
	assign ctrl[17]=mw[14];                 
	assign ctrl[16]=mw[16];					 
	or(ctrl[15],mw[7],mw[14],mw[16]);	 
	or(ctrl[14],mw[1],mw[7]);				 
	or(ctrl[13],mw[0],mw[1]);				 
	assign ctrl[12]=mw[15];					 
	assign ctrl[11]=mw[12];					 
	or(ctrl[10],mw[12],mw[15],mw[18]);	 
	or(ctrl[9],mw[11],mw[13]);				 
	or(ctrl[8],mw[0],mw[11]);				 
	assign ctrl[7] = mw[13];					 
	assign ctrl[6] = mw[0];						 
	assign ctrl[5] = mw[17];					 
	assign ctrl[4] = mw[16];					 
	assign ctrl[3] = mw[16];					 
	or(ctrl[2],mw[0],mw[17]);				 
	or(ctrl[1],mw[0],mw[7],mw[11],mw[14]);	 
	or(ctrl[0],mw[0],mw[1],mw[11],mw[14]);	 
endmodule
`timescale 1ns / 1ps
module statereg(
   input wire clk,
	input wire rst,
	input wire regwrite,
	input wire [3:0] datain,
	output reg [3:0] dataout
   );
	always @(posedge clk) begin
		if(rst)
			dataout<=0;
		else if(regwrite)
			dataout<=datain;
	end
endmodule
```
`flow/run.sh`:
```
#!/bin/bash
# OpenROAD 26Q1-2900-gdf79404cd8, Yosys 0.63+post, stock flow scripts
make -C /OpenROAD-flow-scripts/flow DESIGN_CONFIG=/design/flow/config.mk WORK_HOME=/design/flow/orfs finish
```
`flow/config.mk`:
```
export PLATFORM = sky130hd
export DESIGN_NAME = clock_ctrl
export DESIGN_NICKNAME = clock_ctrl
export VERILOG_FILES = /design/flow/design.v
export SDC_FILE = /design/flow/constraint.sdc
export NUM_CORES = 4
export LEC_CHECK = 1
export CORE_AREA = 10 10 70 70
export DIE_AREA = 0 0 80 80
```
`flow/constraint.sdc`:
```
current_design clock_ctrl

set clk_period 2.3
set clk_io_pct 0.2

create_clock -name clk0 -period $clk_period [get_ports {clk}]

set non_clock_inputs [all_inputs -no_clocks]
set_input_delay [expr $clk_period * $clk_io_pct] -clock clk0 $non_clock_inputs
set_output_delay [expr $clk_period * $clk_io_pct] -clock clk0 [all_outputs]
```
==> flow_summary.json <==
{
  "synth-seq-cells": 4,
  "first_global_vias": 590,
  "yosys_warnings": 1,
  "count_of_boundary_i_o_pins": 27,
  "avgViaCountPerCell": 4.319,
  "diodes": 0,
  "grt_setup_unrepaired": "false",
  "powerDensity_mw_per_mm2": 284.8,
  "startpoint_type": "register",
  "core-area_mm2": 0.003416,
  "floorplanUtilization": 0.1473,
  "die-height_um": 80,
  "max_flop_register": "sr0.dataout",
  "holdBufCountCts": 0,
  "cp_data_arrival_time_ns": 1.74,
  "finalSetupTns_ns": 0,
  "postSynthCellCount": 72,
  "ys_chip_area_um2": 503.0,
  "drt_first_pass_iters": 5,
  "numPortBuffers": 26,
  "timing.final.setup_violations": 0,
  "placement_rows": 21,
  "grt_pass1_wl_mm": 2.677,
  "yosysCellCount": 72,
  "slew_hr": 0.7441,
  "worst-setup-path-type": "register to output pin",
  "max_cap_viol_count": 0,
  "residual_antenna_violating_net_count_after_detailed_routing": 0,
  "hold_violations": 0,
  "cts.repair.resized": 2,
  "share_of_final_layout_standard_cells_stronger_than_drive_strength_1": 0.1429,
  "finalPower_uw": 237.7,
  "dpl.hpwl_mm": 1.428,
  "largest_area_cell": "dfxtp_1",
  "grt_antenna_before_repair": 0,
  "gpl.final_weighted_congestion": 0.9112,
  "clkSlewWorstSetupHoldPaths_ns": 0.04,
  "fmaxAchievable_mhz": 455.2,
  "vias": 622,
  "static_leak_nw": 0.2675,
  "cts_tree": "done",
  "numCtsBuffers": 3,
  "status": "completed",
  "crit_fanout": 7,
  "timing.final.max_slew_violations": 0,
  "globalRouteOverflowTotal": 0,
  "tritoncts_sinks": 4,
  "clock-root-buffer": "clkbuf_4",
  "gr-usage-all-layers": 0.05071,
  "drcViolationCount": 0,
  "chipArea_mm2": 0.006400,
  "worstSkewPairLatency_ns": 0.23,
  "number_of_flip_flops_in_the_largest_register": 4,
  "hold_path.class": "register to register",
  "grt_start_max_net_pins": 16,
  "drtIter0Drc": 40,
  "reg.largest.list": "sr0.dataout: 4 flops",
  "fin_skew_ns": 0.001048,
  "wl_per_cell_um": 12.17,
  "openroad.warnings": 25,
  "clock_tree.buffer_depth": 2,
  "routed_wirelength_mm": 1.752,
  "cts.htree.levels": 1,
  "synthDominantCellAreaShare": 0.1592,
  "die.size.x_um": 80,
  "vdd_drop_max_uv": 73.67,
  "area_growth_syn_to_layout_pct": 65.92,
  "data_required_critical_path_ns": 1.84,
  "top_cells_by_area": "dfxtp_1 (16%), nor2_1 (9.0%), nand2b_1 (7.5%)",
  "synth.lib_cells_used.distinct": 30,
  "worst_pin_slew_ns": 0.3807,
  "final_period_minus_worst_setup_slack_ns": 2.197,
  "post_synth_design_cell_area_um2": 503.0,
  "post-cts-setup-buffer-count": 0,
  "synth.avg_cell_area_um2": 6.986,
  "ys_seq_frac": 0.1592,
  "finalClockPeriodUsage": 0.9552,
  "cp-end-kind": "output pin"
}
-- path summary, 6_finish.rpt --
path                       start        endpoint  slack, ns  cells past startpoint
setup / recovery  sr0.dataout[0]         ctrl[2]       0.10                      4
hold / removal    sr0.dataout[3]  sr0.dataout[0]       0.69                      3
setup reg to reg  sr0.dataout[3]  sr0.dataout[3]       0.68                      5
hold reg to reg   sr0.dataout[3]  sr0.dataout[0]       0.69                      3
-- power breakdown --
part	internal (mW)	switching (mW)
clock network	0.0584	0.0286
logic	0.0453	0.0302
registers	0.0717	0.00345
-- through the flow --
| stage | worst slack (ns) | utilization | hold slack [ns] | cells | instance area [µm²] |
|---|---|---|---|---|---|
| final | 0.1030 | 0.2443 | 0.6926 | 144 | 834.6 |
| after global routing | 0.002790 | 0.2443 | 0.7242 | 144 | 834.6 |
| after CTS | 0.07017 | 0.2443 | 0.6938 | 144 | 834.6 |
| after detailed placement | 0.1998 | 0.2370 | 0.6835 | 141 | 809.5 |
| after global placement | 0.1857 | 0.2370 | 0.6880 | 141 | 809.5 |
| after floorplan | 0.8190 | - | 0.5291 | 72 | 503.0 |
-- synth_stat cells --
cell type and instances:
nor2_1 12, a21oi_1 6, nand2b_1 6, nor3_1 6, dfxtp_1 4, nand2_1 4
buf_2 3, nand3_1 3, buf_4 2, nor2b_1 2, nor3b_1 2, or2_2 2
or4b_1 2, xnor2_1 2, a2111oi_4 1, a211o_1 1, a22oi_1 1, a311o_1 1
a31oi_1 1, a32oi_1 1, and3_2 1, clkbuf_1 1, nor4_2 1, o21ai_0 1
o21ai_1 1, o21bai_1 1, o22ai_1 1, o2bb2ai_1 1, or3_1 1, or3_4 1
-- worst max-delay path: stages (launching register included) --
cell and delay, ns:
dfxtp_1 0.34, or2_2 0.35, nor3_1 0.20, or2_2 0.15, clkdlybuf4s50_1 0.45
-- cell families (layout without fill, tap and decap cells) --
family,after synthesis,after routing,synth area share
flip-flops,4,4,0.1592
AND-OR/OR-AND,17,17,0.2612
AND/OR/NAND/NOR,43,43,0.4776
buffers and inverters,6,32,0.06714
XOR/XNOR,2,2,0.03483
-- metal layers --
layer / GRT usage / share of wire / vias up
met1: 0.05183 / 0.38 / 268
li1: - / - / 314
met2: 0.09310 / 0.48 / 36
met3: 0.02386 / 0.13 / 4
met5: 0 / 0 / -
met4: 0.007042 / 0.011 / 0
-- cells in the final DEF (no fill, tap or decap), types with 2 or more instances in the layout --
master / count
nor2b_1: 2
clkbuf_4: 3
nor3b_1: 2
nor3_1: 6
or2_2: 2
a21oi_1: 6
dfxtp_2: 2
xnor2_1: 2
clkdlybuf4s50_1: 26
buf_4: 3
or4b_1: 2
nand3_1: 3
nand2b_1: 6
nand2_1: 4
nor2_1: 12
dfxtp_1: 2
-- layout make-up --
| type | instances | area (µm²) |
|---|---|---|
| sequential | 4 | 82.58 |
| tap | 46 | 57.56 |
| fill | 392 | 2581 |
| clock buffer | 3 | 22.52 |
| multi-input combinational | 62 | 389.1 |
| timing repair buffer | 29 | 282.8 |
Power and IR drop assume default switching activity.
