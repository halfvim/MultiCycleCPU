[flow/config.mk]
export PLATFORM = sky130hd
export DESIGN_NAME = regs
export DESIGN_NICKNAME = regs
export VERILOG_FILES = /design/flow/design.v
export SDC_FILE = /design/flow/constraint.sdc
export NUM_CORES = 4
export LEC_CHECK = 1
export CORE_UTILIZATION = 30
[flow/constraint.sdc]
current_design regs

set clk_period 16.1
set clk_io_pct 0.2

create_clock -name clk0 -period $clk_period [get_ports {clk}]

set non_clock_inputs [all_inputs -no_clocks]
set_input_delay [expr $clk_period * $clk_io_pct] -clock clk0 $non_clock_inputs
set_output_delay [expr $clk_period * $clk_io_pct] -clock clk0 [all_outputs]
[flow/design.v]
`timescale 1ns / 1ps
module regs(clk, rst, i_addr1, i_addr2, i_addr3,i_wreg, i_wdata, i_wen, o_op1, o_op2, o_op3);
	input wire clk, rst, i_wen;
	input wire[4:0] i_addr1, i_addr2, i_addr3, i_wreg;
	input wire[31:0] i_wdata;
	output wire[31:0] o_op1, o_op2, o_op3;
	reg [31:0]mem[31:0];
	assign o_op1 = mem[i_addr1];
	assign o_op2 = mem[i_addr2];
	assign o_op3 = mem[i_addr3];  
	always @(posedge clk or posedge rst)
		if (rst == 1'b1) 
			mem[0] = {32{1'b0}};
		else if (i_wen)  
			mem[i_wreg] = i_wdata;
endmodule
[flow/run.sh]
#!/bin/bash
# OpenROAD 26Q1-2900-gdf79404cd8, Yosys 0.63+post, stock flow scripts
make -C /OpenROAD-flow-scripts/flow DESIGN_CONFIG=/design/flow/config.mk WORK_HOME=/design/flow/orfs finish
==> results.json <==
{
  "fin_worst_skew_ns": 0,
  "postCtsSetupBuffers": 0,
  "synth_cells": 4174,
  "dpl.cell_count": 6493,
  "outcome": "complete, no violations",
  "internal_power_uw": 4780,
  "critical_path_arrival_ns": 8.19,
  "setup_violations": 0,
  "grt_first_pass_wirelength_um": 491000,
  "top_cell": "a22oi_1",
  "path_clk_slew_ns": 0.06,
  "numCtsBuffers": 117,
  "topCellsByArea": "edfxtp_1, a22oi_1, nand2_1",
  "hp-class": "flop to flop",
  "cts_tree": "done",
  "synth-seq-cells": 1024,
  "powerDensity_mw_per_mm2": 107,
  "worstSetupPathType": "primary input to primary output",
  "ctsResizeCount": 0,
  "overflow": 0,
  "fin_crit_sh_pct": 70.9,
  "cts_root_buf": "clkbuf_16",
  "pin_count": 151,
  "totalWireLength_um": 383000,
  "fin_ws_ns": 4.69,
  "avgSynthCellArea_sq_um": 12.1,
  "cpPeakStageDelay_ns": 0.91,
  "maxCapViolCount": 0,
  "warning_count": 26,
  "max_slew_margin_pct": 17.6,
  "cp-start-kind": "primary input",
  "htree_levels": 3,
  "finalHoldViolCount": 0,
  "clock_power_share_pct": 44.2,
  "p_leak_uw": 0.0197,
  "gp_congestion": 1.09,
  "vias_per_cell": 7.60,
  "antenna_found_initial": 35,
  "combPwrFrac_pct": 9.5,
  "grt_max_degree": 37,
  "drv_slew": 0,
  "die_height_um": 412,
  "layoutNonFillerInstCount": 6742,
  "dr.first_iter.drc_count": 7734,
  "path_max_fanout": 32,
  "yosys_cells": 4174,
  "first_global_vias": 50873,
  "chip_area_sq_mm": 0.170,
  "dpl.hpwl_um": 230000,
  "vias": 51222,
  "cp_cell_sequence": "clkdlybuf4s50_1 > buf_4 > nand2b_1 > nor2_4 > buf_4 > a222oi_1 > nand3_1 > a21oi_1 > a21oi_1 > clkdlybuf4s50_1",
  "hold-path-cell-count": 1,
  "switchingPower_uw": 1690,
  "synth_seq_share_pct": 60.7,
  "dpl_worst_slack_ns": 5.18,
  "port_buffers": 150,
  "ys_top_cells_by_count": "a22oi_1, edfxtp_1, nand2_1",
  "netlist_area_sq_mm": 0.0504,
  "top_area_share_pct": 59.1,
  "finalSetupTns_ns": 0,
  "largest_reg_flops": 1024,
  "ctsHoldBuffers": 0,
  "fin_area_sq_mm": 0.0603,
  "r2r_cells": 1,
  "num_rows": 150,
  "dr.pass1.iters": 8,
  "ys.warnings.count": 2,
  "rsz0062_at_grt": "no",
  "area_growth_syn_to_layout_pct": 19.6,
  "drc": 0,
  "cts_sinks": 1024,
  "pwr-share-seq_pct": 46.2,
  "worst_pin_slew_ns": 1.23,
  "ys_types": 66,
  "ys_chip_area_sq_mm": 0.0504,
  "fmax_mhz": 87.6,
  "drive_above_1_share_pct": 15.3,
  "switching_share_pct": 26.1,
  "post_dp_cell_area_sq_mm": 0.0562,
  "cpMaxStageDelayCell": "nor2_4",
  "irDropWorstVdd_mv": 0.102,
  "fp.dieW_um": 412,
  "async_flop_share_pct": 3.13,
  "worstSkewPairLatency_ns": 0.78,
  "clk_path_buf_depth": 3,
  "critical_path_required_ns": 12.88,
  "core_area_sq_mm": 0.167,
  "fin_crit_ns": 11.41,
  "yosysTopAreaCell": "edfxtp_1",
  "edf_count": 992,
  "ff_type": "edfxtp_1",
  "wl_per_cell_um": 56.7,
  "ant_nets": 0,
  "grt_usage_pct": 46.8,
  "fp_util_pct": 30.2,
  "end_kind": "primary output"
}
-- power groups by stage --
stage	sequential [uW]	clock, uW	combinational (uW)
CTS	2990	2860	579
global route	3000	2940	618
finish	3000	2870	617
-- kinds of logic (layout without fill, tap and decap cells) --
kind of cell	after synthesis	after routing	share of synthesized area (%)
AND-OR/OR-AND	1605	1605	23.6
AND/OR/NAND/NOR	1117	1117	10.7
flip-flops	1024	1024	60.7
buffers and inverters	348	685	3.29
multiplexers	80	80	1.69
other	0	27	0
-- routing by layer --
layer  GRT usage [%]  share of wire, %  up-vias
met5            9.19              0.49        -
met4            32.2               9.4       81
met3            41.1                21     2123
met2            58.6                38     6418
met1            49.9                31    24741
li1                -                 -    17859
-- worst max-delay path, delay by kind of cell --
| family | cells | cell delay (ns) |
|---|---|---|
| and+or+nand+nor | 3 | 1.72 |
| AOI/OAI and AO/OA | 3 | 0.93 |
| buffers and inverters | 4 | 2.24 |
-- final timing paths --
kind                                        startpoint                     end  slack [ns]
min in group asynchronous                          rst   mem[0][1]$_DFFE_PP0P_        2.99
worst max-delay path                        i_addr2[4]               o_op2[20]        4.69
worst max register to register  mem[0][16]$_DFFE_PP0P_  mem[0][16]$_DFFE_PP0P_       15.23
worst min-delay path             mem[0][9]$_DFFE_PP0P_   mem[0][9]$_DFFE_PP0P_        0.57
worst min register to register   mem[0][9]$_DFFE_PP0P_   mem[0][9]$_DFFE_PP0P_        0.57
max in group asynchronous                          rst  mem[0][12]$_DFFE_PP0P_       11.83
-- layout by cell type (no fill, tap or decap), types with 23 or more instances in the layout --
master              n
clkdlybuf4s50_1   145
clkbuf_16         120
dfrtp_1            32
buf_4             304
nand2_1           380
o21ai_0            27
a222oi_1           28
diode_2            27
nand4_1           146
nor3_1             75
a22oi_1          1250
nand3_1            60
nor4_1             62
a221oi_1           31
mux2_2             43
a22o_1             28
nor2_1            133
edfxtp_1          992
nor2_4            116
a21oi_1           129
mux2i_1            37
clkbuf_1           23
-- area by class of cell --
cell class / count / area [sq um]
Clock inverter: 73 / 861
Timing Repair Buffer: 456 / 3800
Antenna cell: 27 / 67.6
Inverter: 7 / 26.3
Multi-Input combinational cell: 2802 / 19000
Tap cell: 2204 / 2760
Fill cell: 16123 / 107000
Clock buffer: 149 / 3170
Sequential cell: 1024 / 30600
-- through the flow --
step	hold slack [ns]	power, uW	utilization (%)
2_1_floorplan	0.527	3240	-
3_3_place_gp	0.548	3630	33.7
3_5_place_dp	0.551	3630	33.7
4_1_cts	0.564	6430	36.1
5_1_grt	0.585	6550	36.1
6_report	0.567	6480	36.1
Power and IR drop assume default switching activity.
