==> design/flow/design.v <==
`timescale 1ns / 1ps
module alu(
    input wire [31:0] i_r,
    input wire [31:0] i_s,
    input wire [2:0] switch,
	 input wire [4:0] shamt,
    output wire o_zf,
    output reg [31:0] disp_code);
    always @*
        case(switch[2:0])
        3'b000: disp_code=i_r[31:0]&i_s[31:0];
        3'b001: disp_code=i_r[31:0]|i_s[31:0];
        3'b010: disp_code=i_r[31:0]+i_s[31:0];
        3'b110: disp_code=i_r[31:0]-i_s[31:0];
        3'b111: disp_code=i_r[31:0]<i_s[31:0]?1:0;
		  3'b011: disp_code=i_s[31:0]<<shamt;
		  3'b100: disp_code=i_s[31:0]>>shamt;
		  3'b101: disp_code=i_s[31:0]^i_r[31:0];
        endcase
	assign o_zf = (disp_code=={32{1'b0}})? 1'b1: 1'b0;
endmodule
==> design/flow/run.sh <==
#!/bin/bash
# OpenROAD 26Q1-2900-gdf79404cd8, Yosys 0.63+post, stock flow scripts
make -C /OpenROAD-flow-scripts/flow DESIGN_CONFIG=/design/flow/config.mk WORK_HOME=/design/flow/orfs finish
==> design/flow/config.mk <==
export PLATFORM = sky130hd
export DESIGN_NAME = alu
export DESIGN_NICKNAME = alu
export VERILOG_FILES = /design/flow/design.v
export SDC_FILE = /design/flow/constraint.sdc
export NUM_CORES = 4
export LEC_CHECK = 1
export CORE_UTILIZATION = 40
==> design/flow/constraint.sdc <==
current_design alu

set clk_period 22.7
set clk_io_pct 0.2

create_clock -name clk0 -period $clk_period

set non_clock_inputs [all_inputs -no_clocks]
set_input_delay [expr $clk_period * $clk_io_pct] -clock clk0 $non_clock_inputs
set_output_delay [expr $clk_period * $clk_io_pct] -clock clk0 [all_outputs]
==> flow_metrics.py <==
# Auto-generated metrics
metrics = {
    "run_status": {
        "status": "finished clean",
    },
    "clock_tree": {
        "post_cts_resize_count": 0,
        "cts_setup_buffers": 0,
        "hold_buffers": 0,
    },
    "power": {
        "p_sw_uw": 181,
        "sw_frac_of_total": 0.624,
        "total_power_uw": 290,
        "cellLeakagePower_uw": 0.00439,
        "ir_drop_mv": 0.0164,
        "internal-power_uw": 109,
        "pwr_density_cell_mw_per_mm2": 27.6,
    },
    "layout": {
        "mostFrequentLayoutCell": "a21oi_1",
        "final-seq-area_um2": 0,
        "nClkBuffers": 0,
        "final_util": 0.460,
        "drive_gt1_frac": 0.0726,
        "final_cell_mix": "a21oi_1 (155), nor2_1 (136), nand2_1 (133)",
        "flop-count": 0,
        "area_delta_synth_final_pct": 11.4,
    },
    "timing": {
        "setup_viol": 0,
        "max_slew_margin": 0.441,
        "finalSetupTns_ps": 0,
        "fmax_mhz": 69.4,
        "hold_viol": 0,
        "finalCritPeriodShare": 0.635,
        "fin_crit_ps": 14410,
        "final_max_slew_viol_count": 0,
        "rsz0062_at_grt": "false",
        "worstMarginPinSlew_ps": 831,
    },
    "floorplan": {
        "fp-utilization": 0.413,
        "die-height_um": 156,
        "core_mm2": 0.0228,
        "die_area_mm2": 0.0242,
        "ios": 105,
        "rows": 55,
        "chipWidth_um": 156,
    },
    "grt": {
        "met1_usage": 0.592,
        "antenna_found_initial": 1,
        "grt_pass1_vias": 10800,
        "gr-total-overflow": 0,
        "grt_use_met3": 0.101,
        "grt_max_degree": 58,
        "grtUsageTotal": 0.406,
        "busiest_layer": "met1",
        "grt.met2_usage": 0.585,
        "grt_pass1_wl_um": 71200,
    },
    "synth": {
        "ys_area_mm2": 0.00943,
        "adder_share": 0.137,
        "ys_warn_count": 1,
        "aoi_share": 0.356,
        "synth_stat.cells": 1401,
        "ys_seq_frac": 0,
        "synth-xor-area-share": 0.0186,
        "synth_cells": 1401,
        "mux_share": 0.171,
        "logic_family": "AND-OR/OR-AND gates",
        "synth_area_per_cell_um2": 6.73,
        "syn-cell-area_mm2": 0.00943,
        "synth_cell_type_count": 93,
        "ys_sh_simple": 0.220,
    },
    "placed_design": {
        "gp_congestion": 1.07,
        "post-dp-hpwl_um": 38600,
        "portBuffers": 105,
    },
    "critical_path": {
        "worstPathRequired_ps": 18160,
        "critPathLaunchType": "input port",
        "critPathMaxFanout": 9,
        "cp-end-kind": "primary output",
        "slowest_stage": "clkdlybuf4s50_1",
        "worst-setup-path-type": "input port to primary output",
        "slowest_delay_ps": 730,
        "cp.arrival_ps": 9870,
        "path_cells": "clkdlybuf4s50_1, ha_1, inv_1, fa_1, nand2b_1, a211o_1, a211oi_1, o21ai_0, and2_1, o41ai_1, mux2i_1, nand2_1, a2111oi_2, nand4_1, nor3_2, clkdlybuf4s50_1",
        "crit_top_cell": "clkdlybuf4s50_1",
    },
    "hold_path": {
        "hold_class": "input port to primary output",
        "whs_path_depth": 5,
    },
    "detailed_routing": {
        "wl_per_cell_um": 28.2,
        "wl_um": 48800,
        "drc": 0,
        "drt_iter0_markers": 1255,
        "vias_per_cell": 6.79,
        "dr.pass1.iters": 6,
        "antenna_left": 0,
        "vias": 11800,
    },
    "flow_run": {
        "warning_count": 100,
        "cap_violations": 0,
    },
}
-- worst paths after layout --
path | from | end | slack (ps)
worst max-delay path | i_s[0] | o_zf | 8290
worst min-delay path | shamt[3] | disp_code[2] | 10190
-- routing by layer --
layer  vias up  wire, um
met5         -        13
met4         2      2050
met3       120      5640
met2       722     20300
met1      5638     20800
li1       5273         -
-- kinds of logic (layout without fill, tap and decap cells) --
logic type | count (synthesis) | after routing
muxes | 121 | 121
AOI/OAI and AO/OA | 503 | 503
xor gates and xnor gates | 20 | 20
and+or+nand+nor | 441 | 441
buffers and inverters | 214 | 231
other | 0 | 1
adders and majority gates | 102 | 102
-- worst max-delay path: cells and delay by family --
kind,cells,cell delay [ps]
AOI/OAI and AO/OA,5,2040
adders and majority gates,2,710
buffers and inverters,3,1290
muxes,1,250
and+or+nand+nor,5,1030
-- synthesized netlist by cell type (16+ instances only) --
cell type / n / area share
a211oi_1: 27 / 0.022
a21o_1: 18 / 0.014
a21oi_1: 155 / 0.082
a221oi_1: 17 / 0.016
a31oi_1: 32 / 0.021
buf_2: 32 / 0.017
clkbuf_1: 56 / 0.022
ha_1: 100 / 0.13
inv_1: 100 / 0.040
mux2_2: 16 / 0.019
mux2i_1: 73 / 0.078
mux4_2: 26 / 0.062
nand2_1: 133 / 0.053
nand3_1: 25 / 0.013
nor2_1: 136 / 0.054
nor3_1: 29 / 0.015
nor4_1: 16 / 0.011
o211ai_1: 20 / 0.016
o21ai_0: 70 / 0.037
o22ai_1: 22 / 0.015
xnor2_1: 16 / 0.015
-- metrics by stage --
stage	setup WS, ps	cell area [um2]	cells	hold WS, ps
3_5_place_dp	8360	10500	1731	10170
3_3_place_gp	8370	10500	1731	10170
4_1_cts	8350	10500	1731	10170
2_1_floorplan	10760	9430	1401	9320
5_1_grt	8080	10500	1731	10220
6_report	8290	10500	1732	10190
-- power groups by stage --
stage	Clock (uW)	Sequential (uW)	Combinational [uW]
CTS	0	0	281
global route	0	0	307
-- final cells by class --
cell class / instances / area (um2)
antenna: 1 / 2.50
timing repair buffer: 129 / 1210
fill: 2425 / 12300
multi-input combinational: 1187 / 8520
tap: 313 / 392
inverter: 102 / 383
No activity file was given, so power comes from the tool's default toggle rates.
